==> /design/flow/design.v <==
`timescale 1 ns / 1 ps
typedef enum logic [2:0] {OP_AND=3'h3, OP_ADD=3'h2, OP_XOR=3'h4, OP_MULT=3'h1, OP_NULL=3'h0} opcode;
module tinyalu (
	input  [7:0]  A,
	input  [7:0]  B,
	input  [2:0]  op,
	input         clk,
	input         reset_n,
	input         start,
	output        done,
	output [15:0] result
);
wire [15:0] 		result_aax, result_mult;
wire 				start_single, start_mult;
wire 				done_aax, done_mult;
assign start_single = start && ((op == OP_AND) || (op == OP_ADD) || (op == OP_XOR));
assign start_mult   = start && (op == OP_MULT);
single_cycle and_add_xor (
	.A,
	.B,
	.op,
	.clk,
	.reset_n,
	.start (start_single),
	.done  (done_aax    ),
	.result(result_aax  )
);
three_cycle mult (
	.A,
	.B,
	.op,
	.clk,
	.reset_n,
	.start (start_mult ),
	.done  (done_mult  ),
	.result(result_mult)
);
assign done = (op == OP_MULT) ? done_mult : done_aax;
assign result = (op == OP_MULT) ? result_mult :  result_aax;
endmodule
module single_cycle (
	input        [7:0]  A,
	input        [7:0]  B,
	input        [2:0]  op,
	input               clk,
	input               reset_n,
	input               start,
	output logic        done,
	output logic [15:0] result
);
always @(posedge clk) begin
	if (!reset_n) begin
		result <= '0;
	end else begin
		case(op)
			OP_ADD : result <= A + B;
			OP_AND : result <= A & B;
			OP_XOR : result <= A ^ B;
		endcase  
	end
end
always @(posedge clk) begin
	if (!reset_n) begin
		done <= 1'b0;
	end else begin
		done <=  ((start == 1'b1) && (op != OP_NULL));
	end
end
endmodule : single_cycle
module three_cycle (
	input        [7:0]  A,
	input        [7:0]  B,
	input        [2:0]  op,
	input               clk,
	input               reset_n,
	input               start,
	output logic        done,
	output logic [15:0] result
);
logic [7:0] 	a_int, b_int;
logic [15:0]	mult1, mult2;
logic			done1, done2, done3;
always @(posedge clk)
	if (!reset_n) begin
		done  <= 1'b0;
		done3 <= 1'b0;
		done2 <= 1'b0;
		done1 <= 1'b0;
		a_int <= '0;
		b_int <= '0;
		mult1 <= '0;
		mult2 <= '0;
		result<= '0;
	end else begin
		if (start) begin
			a_int  <= A;
			b_int  <= B;
			mult1  <= a_int * b_int;
			mult2  <= mult1;
			result <= mult2;
			done3  <= start & !done;
			done2  <= done3 & !done;
			done1  <= done2 & !done;
			done   <= done1 & !done;
		end
	end
endmodule : three_cycle
==> /design/flow/run.sh <==
#!/bin/bash
# OpenROAD 26Q1-2900-gdf79404cd8, Yosys 0.63+post, stock flow scripts
make -C /OpenROAD-flow-scripts/flow DESIGN_CONFIG=/design/flow/config.mk WORK_HOME=/design/flow/orfs finish
==> /design/flow/config.mk <==
export PLATFORM = sky130hd
export DESIGN_NAME = tinyalu
export DESIGN_NICKNAME = tinyalu
export VERILOG_FILES = /design/flow/design.v
export SDC_FILE = /design/flow/constraint.sdc
export NUM_CORES = 4
export LEC_CHECK = 1
export CORE_UTILIZATION = 30
==> /design/flow/constraint.sdc <==
current_design tinyalu

set clk_period 5.7
set clk_io_pct 0.2

create_clock -name clk0 -period $clk_period [get_ports {clk}]

set non_clock_inputs [all_inputs -no_clocks]
set_input_delay [expr $clk_period * $clk_io_pct] -clock clk0 $non_clock_inputs
set_output_delay [expr $clk_period * $clk_io_pct] -clock clk0 [all_outputs]
==> metrics.yaml <==
pwr:
  p_int_mw: 0.9956
  sequentialPowerShare_pct: 43.3
  p_leak_nw: 2.809
  comb_power_share_pct: 10.2
  power.share.switching_pct: 24.07
  power-per-cell-area_mw_per_mm2: 194.6
  vdd_ir_drop_max_v: 0.0001396
  p_sw_mw: 0.3156
  power_frac_clock_pct: 46.5
worst_hold_path:
  hold_class: "reg2reg"
  whs_path_depth: 2
cts:
  clockRootBuffer: "clkbuf_16"
  clock_path_buffers: 2
  cts_hold_buffers: 0
  cts_made_buffers: 9
  postCtsSetupBuffers: 0
  clock_latency_ns: 0.35
  cts_resized: 0
  cts_tree: "done"
  cts_max_level: 3
  clk_pin_slew_ns: 0.06
  cts.sink_count: 78
final_timing:
  finalHoldViolations: 0
  slew_violations: 0
  max_freq_ghz: 0.2138
  setup_viol: 0
  post-route-period-util_pct: 82.07
  timing.hold.ws_ns: 0.4589
  setup-tns-final_ns: 0
  rsz0062_at_grt: "no"
  slew-limit-headroom_pct: 41.60
  worst_pin_slew_ns: 0.8742
  finClkSkew_ns: 0.008997
  period_minus_slack_ns: 4.678
worst_setup_path:
  critPathTopFamily: "buffers and inverters"
  crit_path_top_delay_cell: "clkdlybuf4s50_1"
  slowest_delay_ns: 0.67
  crit_path_cell_trace: "clkdlybuf4s50_1, nand2b_1, nor2_2, mux2_2, clkdlybuf4s50_1"
  worstPathRequired_ns: 4.56
  worstPathMaxFanout: 17
  start_kind: "input pin"
  endpoint_kind: "output pin"
  critPathBufInv: 2
  path_class: "in2out"
  worstPathArrival_ns: 3.54
  r2r_cells: 14
  worst_path_most_repeated_cell: "clkdlybuf4s50_1"
  worstSetupPathDepth: 5
synth:
  edf_count: 0
  async_flop_share_pct: 0
  postSynthAreaPerCell_um2: 8.525
  ys_warn_count: 2
  syn_inst: 682
  ys_cells: 682
  ys_ff: 78
  yosysChipArea_mm2: 0.005814
  netlist_area_mm2: 0.005814
  ys.flop_type: "dfxtp_1"
  synth_seq_share_pct: 26.86
  netlist-cell-type-count: 66
floorplanning:
  io_pins: 39
  core-area_mm2: 0.01883
  die-area_mm2: 0.01994
  die_width_um: 141.2
  rows: 50
  die_h_um: 141.2
  fp_util_pct: 30.88
routing:
  dr.pass1.iters: 7
  drt_wl_total_mm: 12.91
  n_antenna_cell: 0
  drc: 0
  vias_per_cell: 4.740
  wl_per_cell_um: 13.31
  final_antenna_net_count: 0
  vias: 4598
  drt_iter0_markers: 214
grt:
  gr-total-overflow: 0
  grt_pass1_wl_mm: 21.96
  antenna_found_initial: 0
  grt_util_all_layers_pct: 13.91
  grt_max_degree: 80
  first_global_vias: 4436
placement:
  gp_routability_congestion: 0.8444
  placed_area_mm2: 0.006417
  port_buffers: 38
  place_inst: 954
  dp_hpwl_mm: 9.467
status:
  status: "completed"
run:
  log.warning_count: 25
  cap_violations: 0
finish:
  drive_gt1_share_pct: 6.338
  final_cell_mix: "nand2_1 (143), dfxtp_1 (78), and2_1 (63), a21boi_0 (53), inv_1 (52)"
  area_growth_syn_to_layout_pct: 15.88
  fin_area_mm2: 0.006738
  layout_top_cell: "nand2_1"
  stdcell_count: 970
  fillers: 1942
state kept, by name (all words and copies together) (netlist names):
signal              cells
mult.a_int              8
mult.done3              1
and_add_xor.done        1
mult.b_int              8
and_add_xor.result      9
mult.done2              1
mult.mult2             16
mult.done1              1
mult.done               1
mult.result            16
mult.mult1             16
kinds of logic (layout without fill, tap and decap cells):
| group | Yosys count | in the layout | synth area share [%] |
|---|---|---|---|
| fa+ha+maj | 81 | 81 | 22.21 |
| flops | 78 | 78 | 26.86 |
| mux | 16 | 16 | 3.013 |
| buf+inv | 84 | 112 | 6.090 |
| compound gates | 144 | 144 | 18.03 |
| simple gates | 275 | 275 | 23.20 |
| xor+xnor | 4 | 4 | 0.6026 |
metal layers:
| metal | share of wire, % | vias to the layer above | global-route usage (%) |
|---|---|---|---|
| li1 | - | 2347 | - |
| met1 | 49 | 2164 | 21.60 |
| met5 | 0 | - | 0 |
| met3 | 3.0 | 16 | 2.007 |
| met2 | 46 | 71 | 20.95 |
| met4 | 1.9 | 0 | 2.918 |
metrics by stage:
step                setup WS [ns]  power [mW]  utilization [%]
finish                      1.022       1.311            35.78
detailed placement         0.9908      0.7129            34.08
global placement           0.9937      0.7149            34.08
CTS                        0.9835       1.328            35.78
global route               0.7946       1.362            35.78
floorplan                   1.714      0.6584                -
worst register-to-register path, cell delays in order, from the launching register on:
cell	delay [ns]
dfxtp_1	0.47
nand2_1	0.12
fa_1	0.52
fa_1	0.56
inv_1	0.06
fa_1	0.53
inv_1	0.05
fa_1	0.53
inv_1	0.04
ha_1	0.39
a21o_1	0.15
nand2_1	0.09
a31oi_1	0.43
a311o_1	0.23
nand2_1	0.04
area by class of cell:
class,count,area [um2],share of cell area [%]
Tap cell,260,325.3,4.828
Timing Repair Buffer,44,420.4,6.240
Inverter,52,195.2,2.897
Sequential cell,78,1562,23.18
Clock inverter,4,53.80,0.7985
Multi-Input combinational cell,520,3915,58.11
Clock buffer,12,266.5,3.955
synthesized netlist by cell type (4+ instances only):
library cell / instances / area (um2)
clkbuf_1: 12 / 45.04
a21o_1: 6 / 45.04
buf_2: 16 / 80.08
nand2_1: 143 / 536.8
o21a_1: 8 / 60.06
o21ai_0: 14 / 70.07
nand3_1: 12 / 60.06
nor3_1: 10 / 50.05
mux2i_1: 4 / 40.04
ha_1: 44 / 550.5
o211ai_1: 6 / 45.04
a21boi_0: 53 / 397.9
inv_1: 52 / 195.2
mux2_2: 12 / 135.1
fa_1: 37 / 740.7
a21oi_1: 15 / 75.07
dfxtp_1: 78 / 1562
and2_1: 63 / 394.1
nor2_1: 10 / 37.54
nor2b_1: 10 / 62.56
a211oi_1: 4 / 30.03
o31ai_1: 4 / 30.03
path summary, 6_finish.rpt:
check / end / slack, ns / from
max: result[7] / 1.02 / op[2]
min: mult.result[9] / 0.46 / mult.result[9]
max reg2reg: mult.mult1[15] / 1.39 / mult.a_int[0]
min reg2reg: mult.result[9] / 0.46 / mult.result[9]
power groups by stage:
stage	logic, mW	clock network (mW)	registers, mW
4_1_cts	0.134	0.626	0.568
5_1_grt	0.150	0.644	0.568
6_report	0.134	0.610	0.567
Power is estimated from default activity; no workload was simulated.
